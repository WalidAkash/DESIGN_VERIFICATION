[flow/run.sh]
#!/bin/bash
# OpenROAD 26Q1-2900-gdf79404cd8, Yosys 0.63+post, stock flow scripts
make -C /OpenROAD-flow-scripts/flow DESIGN_CONFIG=/design/flow/config.mk WORK_HOME=/design/flow/orfs finish
[flow/config.mk]
export PLATFORM = sky130hd
export DESIGN_NAME = adder
export DESIGN_NICKNAME = adder
export VERILOG_FILES = /design/flow/design.v
export SDC_FILE = /design/flow/constraint.sdc
export NUM_CORES = 4
export LEC_CHECK = 1
export CORE_AREA = 10 10 94 94
export DIE_AREA = 0 0 104 104
[flow/constraint.sdc]
current_design adder

set clk_period 24.1
set clk_io_pct 0.2

create_clock -name clk0 -period $clk_period

set non_clock_inputs [all_inputs -no_clocks]
set_input_delay [expr $clk_period * $clk_io_pct] -clock clk0 $non_clock_inputs
set_output_delay [expr $clk_period * $clk_io_pct] -clock clk0 [all_outputs]
[flow/design.v]
package rv32i_pkg;
  typedef enum logic [2:0] {
    ADD_SUB_BEQ = 3'b000,
    AND         = 3'b111,
    OR          = 3'b110,
    XOR         = 3'b100,
    SLL         = 3'b001,
    SRL_A       = 3'b101
} func_code_t;
  localparam int DPW = 32;
  localparam int ADW = 5;
  localparam int ElemWidth = 8;
  localparam int Depth = 120;   
  typedef enum logic [6:0] {
    I_TYPE_LOAD = 7'b0000011,
    I_TYPE_ALU  = 7'b0010011,
    S_TYPE      = 7'b0100011,
    R_TYPE      = 7'b0110011,
    B_TYPE      = 7'b1100011
  } instr_type_t;
  typedef enum logic [3:0] {
    ADD_OP,
    SUB_OP,
    AND_OP,
    OR_OP,
    XOR_OP,
    SLL_OP,
    SRL_OP,
    SRA_OP,
    BEQ_OP
  } alu_op_t;
endpackage
module adder (
    input  [31:0] a_i,
    input  [31:0] b_i,
    output [31:0] y_o
);
  assign y_o = a_i + b_i;
endmodule
==> flow_metrics.tcl <==
# collected from the flow reports
set metrics [dict create \
    p_leak_nw 1.176 \
    die_w_um 104 \
    grt_max_degree 11 \
    dr.pass1.iters 4 \
    setup_viol 0 \
    grt_use_total 0.1037 \
    grt_pass1_vias 2054 \
    worst_pin_slew_ns 0.5265 \
    cts_post_setup_buffers_inserted 0 \
    io_pins 96 \
    hold_ws_ns 10.67 \
    slew_violations 0 \
    p_per_area_mw_per_mm2 28.81 \
    ys_warn_count 0 \
    setup_tns_ns 0 \
    nClkBuffers 0 \
    avgSynthCellArea_sq_um 7.237 \
    cp_common_cell "clkdlybuf4s50_1" \
    routedWlPerCell_um 13.95 \
    fmax_mhz 79.52 \
    drc_errors 0 \
    worstPathRequired_ns 19.28 \
    synth_cell_types 50 \
    yosys_cells 241 \
    hold_buffers 0 \
    hpwlAfterDp_um 5186 \
    pre_cts_slack_ns 11.49 \
    grt_pass1_wl_um 9811 \
    drive_gt1_frac 0.03067 \
    cp-end-kind "primary output" \
    grt_overflow 0 \
    yosysChipArea_sq_mm 0.001744 \
    arrival_ns 7.76 \
    regArea_sq_um 0 \
    finalPower_w 0.00008013 \
    outcome "completed" \
    peakVddDrop_mv 0.01207 \
    ant_nets 0 \
    gp_congestion 0.8190 \
    vias 2114 \
    numSequentialCells 0 \
    fin_crit_ns 12.58 \
    io_buffers 96 \
    area_delta_synth_final_pct 59.47 \
    place_inst 422 \
    crit_family "AND-OR/OR-AND gates" \
    post-route-period-util 0.5218 \
    antennaDiodeCount 0 \
    die_y_um 104 \
    drv_cap 0 \
    finalHoldViolations 0 \
    syn_area_sq_mm 0.001744 \
    synthCells 241 \
    cp_slowest_stage_delay_ns 0.49 \
    layout.cells.non_filler 422 \
    worst_slack_ns 11.52 \
    path_class "in -> out" \
    ys_seq_frac 0 \
    rows 30 \
    crit_path_top_delay_cell "clkdlybuf4s50_1" \
    rsz0062_at_grt "no" \
    cp_max_fo 4 \
    fp_util 0.2553 \
    die-area_sq_mm 0.01082 \
    post_cts_resized 0 \
    drt_iter0_markers 75 \
    core_sq_mm 0.006832 \
    vias_per_cell 5.009 \
    antenna_found_initial 0 \
    path_cells "clkdlybuf4s50_1 -> ha_1 -> fa_1 -> a21o_1 -> a31o_2 -> nand3_1 -> o221ai_1 -> a311oi_1 -> o21bai_1 -> xor2_1 -> clkdlybuf4s50_1" \
    log.warning_count 32 \
    start_kind "primary input" \
    worstHoldPathType "in -> out" \
    drt-total-wl_um 5886 \
    crit_buf_inv 2 \
    relSlewSlack 0.6399 \
]
## through the flow
stage | area, sq um | utilization
floorplan | 1744 | -
global placement | 2781 | 0.4071
detailed placement | 2781 | 0.4071
CTS | 2781 | 0.4071
global route | 2781 | 0.4071
finish | 2781 | 0.4071
## layer usage
metal,global-route usage,wire length (um)
met2,0.1671,2674
met3,0.01880,356
met1,0.1486,2855
met5,0,0
met4,0,0
## final cells by class
class | count | area, sq um
fill | 701 | 4050
multi-input combinational | 224 | 1678
inverter | 6 | 22.52
tap | 96 | 120.1
timing repair buffer | 96 | 960.9
## report_power, final
part / internal, W / switching, W / total (W) / leakage, nW
clock: 0 / 0 / 0 / 0
sequential: 0 / 0 / 0 / 0
combinational: 0.0000483 / 0.0000318 / 0.0000801 / 1.18
total: 0.0000483 / 0.0000318 / 0.0000801 / 1.18
## final timing paths
check / from / to / depth (start not counted)
setup / recovery: a_i[0] / y_o[26] / 11
hold / removal: b_i[0] / y_o[0] / 3
## synthesized netlist by cell type (2+ instances only)
library cell	instances	area share
nand4_1	8	0.029
nand2b_1	2	0.0072
a31oi_1	3	0.011
inv_1	6	0.013
o21bai_1	4	0.017
ha_1	31	0.22
a21oi_1	29	0.083
buf_2	2	0.0057
or2_2	3	0.011
nand3_1	10	0.029
nand2_1	18	0.039
o311ai_1	2	0.010
clkbuf_1	8	0.017
a211oi_1	3	0.013
a21o_1	19	0.082
o211ai_1	3	0.013
o21ai_0	13	0.037
mux2i_1	2	0.011
o221ai_1	2	0.010
xnor2_1	13	0.065
nor2_1	12	0.026
nor3_1	4	0.011
a311oi_1	2	0.010
xor2_1	15	0.075
o21a_1	2	0.0086
## kinds of logic (layout without fill, tap and decap cells)
group	count (synthesis)	count (layout)	share of synthesized area
buffers and inverters	17	102	0.03802
multiplexers	2	2	0.01148
AND/OR/NAND/NOR	65	65	0.1829
adder cells (fa/ha/maj)	32	32	0.2339
XOR/XNOR	28	28	0.1406
AND-OR/OR-AND	97	97	0.3931
## placed cells by master, fill, tap and decap left out, drive strengths merged, types with 2 or more instances in the layout
cell and instances:
a211oi 3, o21ai 15, o211ai 3, o21bai 5, nand4 8, a21oi 29, a31oi 3, nand2b 2
nand2 18, nor2 12, a311oi 3, xnor2 13, or2 3, nand3 10, nor3 4, inv 6
o311ai 2, a21o 19, ha 31, mux2i 2, o21a 2, xor2 15, o221ai 2, clkdlybuf4s50 96
Power and IR drop assume default switching activity.
