`design/flow/run.sh`:
```
#!/bin/bash
# OpenROAD 26Q1-2900-gdf79404cd8, Yosys 0.63+post, stock flow scripts
make -C /OpenROAD-flow-scripts/flow DESIGN_CONFIG=/design/flow/config.mk WORK_HOME=/design/flow/orfs finish
```
`design/flow/config.mk`:
```
export PLATFORM = sky130hd
export DESIGN_NAME = xbar
export DESIGN_NICKNAME = xbar
export VERILOG_FILES = /design/flow/design.v
export SDC_FILE = /design/flow/constraint.sdc
export NUM_CORES = 4
export LEC_CHECK = 1
export CORE_UTILIZATION = 50
```
`design/flow/constraint.sdc`:
```
current_design xbar

set clk_period 1.9
set clk_io_pct 0.2

create_clock -name clk0 -period $clk_period

set non_clock_inputs [all_inputs -no_clocks]
set_input_delay [expr $clk_period * $clk_io_pct] -clock clk0 $non_clock_inputs
set_output_delay [expr $clk_period * $clk_io_pct] -clock clk0 [all_outputs]
```
`design/flow/design.v`:
```
package rv32i_pkg;
  typedef enum logic [2:0] {
    ADD_SUB_BEQ = 3'b000,
    AND         = 3'b111,
    OR          = 3'b110,
    XOR         = 3'b100,
    SLL         = 3'b001,
    SRL_A       = 3'b101
} func_code_t;
  localparam int DPW = 32;
  localparam int ADW = 5;
  localparam int ElemWidth = 8;
  localparam int Depth = 120;   
  typedef enum logic [6:0] {
    I_TYPE_LOAD = 7'b0000011,
    I_TYPE_ALU  = 7'b0010011,
    S_TYPE      = 7'b0100011,
    R_TYPE      = 7'b0110011,
    B_TYPE      = 7'b1100011
  } instr_type_t;
  typedef enum logic [3:0] {
    ADD_OP,
    SUB_OP,
    AND_OP,
    OR_OP,
    XOR_OP,
    SLL_OP,
    SRL_OP,
    SRA_OP,
    BEQ_OP
  } alu_op_t;
endpackage
module xbar #(
    parameter int ElemWidth = 8,   
    parameter int NumElem   = 6    
) (
    input logic [NumElem-1:0][$clog2(NumElem)-1:0] select_i,
    input logic [NumElem-1:0][ElemWidth-1:0] inputs_i,
    output logic [NumElem-1:0][ElemWidth-1:0] outputs_o
);
  always_comb begin : assign_output
    for (int i = 0; i < NumElem; i++) begin
      outputs_o[i] = (select_i[i] < NumElem) ? inputs_i[select_i[i]] : inputs_i[select_i[i]-NumElem];
    end
  end
endmodule
```
==> flow_metrics.env <==
# source this file to load flow results
export IMPL_worst_endpoint_arrival_ns=1.54
export IMPL_critical_path_top_delay_family="buffers and inverters"
export IMPL_timing_worst_slew_pin_value_ns=0.525
export IMPL_seqCellArea_um2=0
export IMPL_delay_contributed_by_the_slowest_stage_of_the_critical_path_ns=0.23
export IMPL_layout_drive_gt1_share_pct=40.2
export IMPL_rsz_0062_raised_after_global_routing="true"
export IMPL_status="complete, but fails checks"
export IMPL_cell_area_after_technology_mapping_um2=2630
export IMPL_power_switching_fraction_pct=45.5
export IMPL_synth_cells_yosys=288
export IMPL_fillerInstances=273
export IMPL_grt_usage_pct=43.4
export IMPL_final_hold_viol_count=0
export IMPL_drv_max_cap_violation_count=0
export IMPL_core_area_um2=5070
export IMPL_postSynthSeqShare_pct=0
export IMPL_post_cts_hold_buffer_count=0
export IMPL_post_synth_cell_area_avg_um2=9.12
export IMPL_worst_hold_path_cell_count=4
export IMPL_postRouteAntennaNets=0
export IMPL_cp_data_required_time_ns=1.52
export IMPL_max_slew_margin_pct=64.8
export IMPL_finalWeightedCongestion=0.930
export IMPL_drt_initial_drc_count=269
export IMPL_grt_pass1_wl_um=17500
export IMPL_setup_worst_path_class="input pin to output pin"
export IMPL_finalPower_uw=1330
export IMPL_power_share_clock_pct=0
export IMPL_pin_count=114
export IMPL_report_final_setup_viol=2
export IMPL_leakagePower_uw=0.00224
export IMPL_synth_warning_count=1
export IMPL_period_needed_ns=1.92
export IMPL_tns_ns=-0.0179
export IMPL_worst_hold_path_type="input pin to output pin"
export IMPL_timing_critical_path_cells="clkdlybuf4s15_2 > buf_6 > xnor2_4 > buf_4 > a22o_1 > a21oi_1 > buf_2"
export IMPL_detailedPlacementHpwl_um=6720
export IMPL_n_antenna_cell=0
export IMPL_worst_path_buf_inv=4
export IMPL_min_setup_slack_post_route_ns=-0.0178
export IMPL_powerDensity_nw_per_um2=297
export IMPL_synth_lib_cells_used_distinct=10
export IMPL_cpMaxStageDelayCell="a22o_1"
export IMPL_worstPathMaxFanout=5
export IMPL_drt_wirelength_per_cell_um=23.7
export IMPL_drc_errors=0
export IMPL_totalWireLength_um=12300
export IMPL_ys_area_um2=2630
export IMPL_die_size_x_um=74.5
export IMPL_placementRows=26
export IMPL_comb_area_um2=2530
export IMPL_fp_util_pct=51.8
export IMPL_vias_per_cell=6.50
export IMPL_comb_power_share_pct=100.0
export IMPL_syn_to_final_growth_pct=69.8
export IMPL_endpoint_kind="output pin"
export IMPL_grt_pass1_vias=3025
export IMPL_grt_overflow_total=0
export IMPL_kind_of_start_point_of_the_critical_path="input pin"
export IMPL_min_from="select_i[11]"
export IMPL_lay_top_count="mux2i_1"
export IMPL_f_max_mhz=521
export IMPL_maximum_number_of_pins_on_one_net_before_global_route_repair=13
export IMPL_postSynthCellCount=288
export IMPL_worstHoldEndpoint="outputs_o[28]"
export IMPL_slew_viol_final=0
export IMPL_via_count=3379
export IMPL_timing_critical_path_depth=7
export IMPL_failed_checks="negative setup slack"
export IMPL_sequential_cell_total=0
export IMPL_log_warning_count=35
export IMPL_hold_worst_slack_ns=1.28
export IMPL_floorplan_die_height_um=74.5
export IMPL_ir_worst_vdd_v=0.000267
export IMPL_seq_power_share_pct=0
export IMPL_antenna_found_initial=0
export IMPL_fp_dieArea_um2=5550
export IMPL_final_period_utilization_pct=101
export IMPL_numPortBuffers=114
export IMPL_clockBufferCount=0
export IMPL_drt_pass1_iter_count=5
export IMPL_post_place_worst_slack_ns=-0.902
export IMPL_final_cell_mix="144 x mux2i_1, 50 x buf_4, 48 x a22o_1"
export IMPL_internal_power_uw=722
export IMPL_netSwitchingPower_uw=603
export IMPL_utilization_pct=87.9
layer usage:
metal | vias to the layer above | wire [um] | GRT usage [%]
met2 | 279 | 5110 | 64.0
met3 | 42 | 1480 | 8.52
met4 | 0 | 519 | 14.5
met5 | - | 0 | 0
met1 | 1580 | 5220 | 63.3
li1 | 1478 | - | -
per-stage QoR:
| step | instance area, um^2 | std cells |
|---|---|---|
| 2_1_floorplan | 2630 | 288 |
| 3_3_place_gp | 3990 | 487 |
| 3_5_place_dp | 3990 | 487 |
| 4_1_cts | 4440 | 524 |
| 5_1_grt | 4460 | 520 |
| 6_report | 4460 | 520 |
Yosys cell counts (all sizes together):
cell,n,area share (%)
xnor2,6,2.0
buf,24,11
a21oi,48,13
nor2b,12,2.9
a22o,48,16
clkbuf,6,1.1
mux2i,144,55
how the worst max path moves through the flow:
stage	from	endpoint	slack, ns
finish	select_i[14]	outputs_o[38]	-0.02
global route	select_i[14]	outputs_o[38]	-0.07
CTS	select_i[17]	outputs_o[44]	-0.04
repair_timing:
item,CTS,global route
pin swaps,36,11
setup buffers,31,1
gates resized,316,23
endpoints found under the hold margin,0,0
cloned,8,0
endpoints found under the setup margin,48,27
power groups by stage:
| stage | Combinational (uW) | Sequential, uW | Clock, uW |
|---|---|---|---|
| CTS | 1240 | 0 | 0 |
| global route | 1390 | 0 | 0 |
| finish | 1330 | 0 | 0 |
kinds of logic (layout without fill, tap and decap cells):
family | after synthesis | in the layout | share of synthesized area [%]
simple gates | 12 | 12 | 2.86
buf+inv | 30 | 192 | 11.7
compound gates | 96 | 96 | 28.6
mux | 144 | 144 | 54.9
xor+xnor | 6 | 6 | 2.00
final cells by class:
cell class | instances | share of cell area (%)
Tap cell | 70 | 1.96
Multi-Input combinational cell | 258 | 56.7
Timing Repair Buffer | 192 | 41.3
Power and IR drop assume default switching activity.
