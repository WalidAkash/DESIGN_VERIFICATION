<file path="/design/flow/run.sh">
#!/bin/bash
# OpenROAD 26Q1-2900-gdf79404cd8, Yosys 0.63+post, stock flow scripts
make -C /OpenROAD-flow-scripts/flow DESIGN_CONFIG=/design/flow/config.mk WORK_HOME=/design/flow/orfs finish
</file>
<file path="/design/flow/config.mk">
export PLATFORM = sky130hd
export DESIGN_NAME = fifo
export DESIGN_NICKNAME = fifo
export VERILOG_FILES = /design/flow/design.v
export SDC_FILE = /design/flow/constraint.sdc
export NUM_CORES = 4
export LEC_CHECK = 1
export CORE_UTILIZATION = 40
</file>
<file path="/design/flow/constraint.sdc">
current_design fifo

set clk_period 3.5
set clk_io_pct 0.2

create_clock -name clk0 -period $clk_period [get_ports {clk_i}]

set non_clock_inputs [all_inputs -no_clocks]
set_input_delay [expr $clk_period * $clk_io_pct] -clock clk0 $non_clock_inputs
set_output_delay [expr $clk_period * $clk_io_pct] -clock clk0 [all_outputs]
</file>
<file path="/design/flow/design.v">
package rv32i_pkg;
  typedef enum logic [2:0] {
    ADD_SUB_BEQ = 3'b000,
    AND         = 3'b111,
    OR          = 3'b110,
    XOR         = 3'b100,
    SLL         = 3'b001,
    SRL_A       = 3'b101
} func_code_t;
  localparam int DPW = 32;
  localparam int ADW = 5;
  localparam int ElemWidth = 8;
  localparam int Depth = 120;   
  typedef enum logic [6:0] {
    I_TYPE_LOAD = 7'b0000011,
    I_TYPE_ALU  = 7'b0010011,
    S_TYPE      = 7'b0100011,
    R_TYPE      = 7'b0110011,
    B_TYPE      = 7'b1100011
  } instr_type_t;
  typedef enum logic [3:0] {
    ADD_OP,
    SUB_OP,
    AND_OP,
    OR_OP,
    XOR_OP,
    SLL_OP,
    SRL_OP,
    SRA_OP,
    BEQ_OP
  } alu_op_t;
endpackage
module fifo #(
    parameter int Datawidth = 16,   
    parameter int Depth = 8   
) (
    input logic clk_i,
    input logic arst_ni,
    input logic [Datawidth-1:0] data_in_i,
    input logic data_in_valid_i,
    output logic data_in_ready_o,
    output logic [Datawidth-1:0] data_out_o,
    output logic data_out_valid_o,
    input logic data_out_ready_i
);
  logic [Datawidth-1:0] fifo_mem[Depth];   
  logic [$clog2(Depth):0] wr_ptr;
  logic [$clog2(Depth):0] rd_ptr;
  logic [$clog2(Depth):0] wr_ptr_next;
  logic [$clog2(Depth):0] rd_ptr_next;
  logic [$clog2(Depth):0] str_count;   
  logic data_in_hs;   
  logic data_out_hs;   
  assign data_in_hs = data_in_valid_i && data_in_ready_o;
  assign data_out_hs = data_out_valid_o && data_out_ready_i;
  assign data_in_ready_o = (str_count == Depth) ? data_out_ready_i : '1;
  assign data_out_valid_o = (str_count == 0) ? data_in_valid_i : '1;
  assign wr_ptr_next = ((wr_ptr + 1'b1) == Depth) ? '0 : wr_ptr + '1;
  assign rd_ptr_next = ((rd_ptr + 1'b1) == Depth) ? '0 : rd_ptr + '1;
  assign data_out_o = str_count ? fifo_mem[rd_ptr] : data_in_i;
  always_ff @(posedge clk_i or negedge arst_ni) begin : main
    if (~arst_ni) begin : do_reset
      str_count <= '0;
      wr_ptr <= '0;
      rd_ptr <= '0;
    end else begin
      case ({
        data_in_hs, data_out_hs
      })
        2'b11: begin   
          str_count <= str_count;
          rd_ptr <= rd_ptr_next;
          wr_ptr <= wr_ptr_next;
        end
        2'b10: begin   
          str_count <= str_count + '1;
          wr_ptr <= wr_ptr_next;
          rd_ptr <= rd_ptr;
        end
        2'b01: begin   
          str_count <= str_count - '1;
          wr_ptr <= wr_ptr;
          rd_ptr <= rd_ptr_next;
        end
        default: begin   
          str_count <= str_count;
          rd_ptr <= rd_ptr;
          wr_ptr <= wr_ptr;
        end
      endcase
      if (data_in_hs) begin
        fifo_mem[wr_ptr] <= data_in_i;
      end
    end
  end
endmodule
</file>
==> GITHUB_STEP_SUMMARY <==
### Metrics collected by this job

| Metric | Value |
|---|---|
| Status | finished clean |
| Async S/R FF share, synth | 0.08571 |
| TritonRoute pass-1 iters | 4 |
| Tool Warnings | 37 |
| Hold crit path type | reg2reg |
| First-pass GRT wire length | 19,460 um |
| Setup TNS | 0 ns |
| Post-synth cell types | 49 |
| Share of cells above drive strength 1 | 0.1707 |
| Largest cells by area | edfxtp_1 66%, dfrtp_1 5.1%, ha_1 4.1% |
| Setup CP Type | reg2out |
| Post-Synthesis Cells | 383 |
| Die X | 123.0 um |
| FMAX | 297.8 MHz |
| Area reported by Yosys stat | 0.005856 mm2 |
| Syn. warnings | 2 |
| Least-Margin Pin Slew | 0.4086 ns |
| Pin count of the biggest net entering global routing | 23 |
| Reg clk slew, reported paths | 0.05 ns |
| Final hold violations | 0 |
| Final min period | 3.358 ns |
| Vias | 3,536 |
| Number of flops mapped to enable cells by yosys | 128 |
| Area leader share | 0.6564 |
| Final WL | 12,630 um |
| Sequential share of the synthesized area | 0.7077 |
| Ys cells | 383 |
| P&R area growth vs syn | 22.69% |
| FILL cells | 1,133 |
| ANT cells | 0 |
| RSZ-0062 raised after global routing | false |
| Tot GR Track Use | 0.1905 |
| Critical-path maximum fanout | 5 |
| Row cnt | 43 |
| CP required | 2.80 ns |
| Clock net sink count | 140 |
| Starting DRT DRC Count | 268 |
| Synth Register Bits | 140 |
| Pwr Total | 6.148 mW |
| Worst EP arrival | 2.66 ns |
| HPWL after DPL | 7422 um |
| Core Area | 0.01410 mm2 |
| Syn avg cell area | 15.29 um2 |
| CTS tree | built |
| Final setup fails | 0 |
| Init Core Util | 0.4154 |
| VDD IR max | 0.3583 mV |
| Synth top cells by count | 128 x edfxtp_1, 29 x nand2_1, 27 x o21ai_0 |
| Crit path launch type | flop |
| Leak pwr | 2.513 nW |
| Routed len/inst | 19.83 um |
| Vias in the first global route | 3,557 |
| # IOs | 38 |
| Final Util | 0.5097 |
| H-tree depth | 4 |
| RePlAce Congestion | 0.7727 |
| Late-Pin Clk Latency | 0.41 ns |
| Main flop type | edfxtp_1 |
| # DRC | 0 |
| Rel. slew slack | 0.7266 |
| Fin crit share | 0.9595 |
| Post-synth top area cell | edfxtp_1 |
| TritonCTS Buffers | 17 |
| Post-route ant nets | 0 |
| Clock buffer depth | 2 |
| Initial antenna violation count | 0 |
| Worst hold slack | 0.5175 ns |
| Max Cap Violations | 0 |
| Die Ht | 123.0 um |
| Worst Setup End Kind | output pin |
| Post-Syn Area | 0.005856 mm2 |
| Clock root cell | clkbuf_16 |
| Total gr overflow | 0 |
| Final Slew Violations | 0 |
| Number of vias per cell | 5.551 |
| Chip area | 0.01513 mm2 |
| Synth top cell by count | edfxtp_1 |
| Fin Clk Skew | 0.005877 ns |
| Port bufs | 37 |
| Pwr/cell area | 855.7 mW/mm2 |
| Post-CTS Hold Fix Bufs | 0 |
-- layout make-up --
cell class | instances | area [um2] | area share
Sequential cell | 140 | 4146 | 0.5772
Tap cell | 180 | 225.2 | 0.03135
Multi-Input combinational cell | 211 | 1640 | 0.2283
Clock buffer | 19 | 432.9 | 0.06026
Clock inverter | 10 | 78.83 | 0.01097
Inverter | 11 | 41.29 | 0.005747
Timing Repair Buffer | 66 | 619.3 | 0.08621
-- flip-flops by register name, indices dropped and copies added (netlist names) --
register   flops
fifo_mem     128
rd_ptr         4
str_count      4
wr_ptr         4
-- metal layers --
metal  global-route usage  part of all wire
met5                    0                 0
met4              0.04066             0.018
met3              0.09840              0.12
met2               0.2767              0.45
met1               0.2744              0.41
-- path summary, 6_finish.rpt --
check                             start             to  slack (ns)  cells after the start
min in group asynchronous       arst_ni   str_count[1]        0.60                      2
max                           rd_ptr[0]  data_out_o[2]        0.14                      8
min reg2reg                   rd_ptr[0]      rd_ptr[0]        0.52                      1
min                           rd_ptr[0]      rd_ptr[0]        0.52                      1
max reg2reg                str_count[2]   str_count[3]        0.53                      9
max in group asynchronous       arst_ni      rd_ptr[0]        2.72                      2
-- repair_timing --
| action | in CTS | in global routing |
|---|---|---|
| buffers inserted | 0 | 3 |
| resized | 5 | 20 |
| setup endpoints to repair | 4 | 16 |
| gates cloned | 0 | 2 |
| pin swaps | 0 | 3 |
-- cells in the final DEF, fill, tap and decap left out, types with 3 or more instances in the layout --
| master | Yosys | final |
|---|---|---|
| a21oi_1 | 4 | 4 |
| a221oi_1 | 13 | 12 |
| a222oi_1 | 13 | 13 |
| a22o_1 | 14 | 14 |
| a22oi_1 | 9 | 9 |
| and2_1 | 4 | 4 |
| and3_1 | 12 | 12 |
| and4_1 | 5 | 5 |
| buf_4 | 1 | 25 |
| clkbuf_16 | 0 | 18 |
| clkdlybuf4s50_1 | 0 | 37 |
| clkinv_1 | 0 | 3 |
| clkinv_2 | 0 | 3 |
| clkinvlp_4 | 0 | 3 |
| dfrtp_1 | 12 | 10 |
| edfxtp_1 | 128 | 128 |
| ha_1 | 19 | 15 |
| ha_2 | 0 | 3 |
| inv_1 | 9 | 9 |
| mux2_2 | 8 | 8 |
| nand2_1 | 29 | 29 |
| nor3_1 | 6 | 6 |
| o211a_1 | 4 | 4 |
| o211ai_1 | 3 | 3 |
| o21ai_0 | 27 | 20 |
| o21ai_1 | 5 | 11 |
-- worst max-delay path, stage by stage (launching register included) --
cell,delay (ns)
dfrtp_2,0.43
ha_2,0.21
ha_2,0.19
nor4_4,0.32
nand2b_4,0.14
buf_6,0.15
and4_1,0.14
o21ai_0,0.16
clkdlybuf4s50_1,0.51
-- logic make-up (layout without fill, tap and decap cells) --
logic type               Yosys count  count (layout)  share of synthesized area
flip-flops                       140             140                     0.7077
AND-OR/OR-AND                    106             106                     0.1355
AND/OR/NAND/NOR                   74              74                    0.06966
buffers and inverters             32             106                    0.02308
adder cells (fa/ha/maj)           20              20                    0.04402
multiplexers                       9               9                    0.01709
XOR/XNOR                           2               2                   0.002992
-- stage by stage --
step                      worst slack, ns  cells  instance area [um2]
final                              0.1416    637                 7184
after global routing             0.007983    637                 7184
after CTS                         0.03041    632                 7064
after detailed placement           0.3797    603                 6546
after global placement             0.3936    603                 6546
after floorplan                    0.7838    383                 5856
-- where the power goes --
part | total (mW) | internal, mW | switching (mW)
Clock | 1.55 | 0.950 | 0.598
Combinational | 2.45 | 1.30 | 1.15
Sequential | 2.15 | 2.01 | 0.135
Total | 6.15 | 4.26 | 1.89
Power is estimated from default activity; no workload was simulated.
